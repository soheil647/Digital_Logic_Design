==> /design/flow/design.v <==
`timescale 1ps/1ps
module SV_controller(input clk,rst,start,sigout,input[7:0] y,output ce,Ldx,LdT,Ldr,IniC,IniT,IniR,Selx,Selr,ready,ci);
	typedef enum { ideal, starting, loading, Mu1, Mu2, add } Controlls;
	Controlls ps,ns;
	always@(start,ps)begin
		ns=ideal;
		{Ldx,LdT,Ldr,IniC,IniT,IniR,Selx,Selr,ready,ce,ci}=1'b0;
		case(ps)
			ideal:begin ns=start?starting:ideal;
				ready=1;end
			starting:begin ns=start?starting:loading;
				IniC=1;IniT=1;IniR=1;Ldx=1;end
			loading:begin LdT=1;Ldr=1;ns=Mu1;end
			Mu1:begin LdT=1;Selx=1;ns=Mu2;end
			Mu2:begin ns=sigout?ideal:add;
				Selr=1;LdT=1;end
			add:begin Ldr=1;ce=ce+1;ci=~ci;
				ns=Mu1;end
			default:ns=ideal;
		endcase
	end
	always@(posedge clk,posedge rst) begin
		if(rst) ps<=ideal;else ps<=ns;
	end
endmodule
==> /design/flow/run.sh <==
#!/bin/bash
# OpenROAD 26Q1-2900-gdf79404cd8, Yosys 0.63+post, stock flow scripts
make -C /OpenROAD-flow-scripts/flow DESIGN_CONFIG=/design/flow/config.mk WORK_HOME=/design/flow/orfs finish
==> /design/flow/config.mk <==
export PLATFORM = sky130hd
export DESIGN_NAME = SV_controller
export DESIGN_NICKNAME = SV_controller
export VERILOG_FILES = /design/flow/design.v
export SDC_FILE = /design/flow/constraint.sdc
export NUM_CORES = 4
export LEC_CHECK = 1
export CORE_AREA = 10 10 70 70
export DIE_AREA = 0 0 80 80
==> /design/flow/constraint.sdc <==
current_design SV_controller

set clk_period 1.3
set clk_io_pct 0.2

create_clock -name clk0 -period $clk_period [get_ports {clk}]

set non_clock_inputs [all_inputs -no_clocks]
set_input_delay [expr $clk_period * $clk_io_pct] -clock clk0 $non_clock_inputs
set_output_delay [expr $clk_period * $clk_io_pct] -clock clk0 [all_outputs]
==> results.txt <==
The synthesis and PnR run went through. The flow ran to the end, but the final reports show violations. The final reports fail on negative setup slack. Number of different library cells in the post-synthesis netlist landed at 10. Once placement completed, the tool counted placed cells totaling 78.

Looking at the max-slew report, the worst-margin pin has a slew of 0.1990 ns. Pre-placement core utilization landed at 6.740%. Filler cell count in the final layout landed at 394.

Clock tree synthesis inserted a total of 3 buffers. The end-of-flow timing check tallies setup violations at 1. On the critical path the data arrives at 1.11 ns. Met3 demand-to-capacity share in global routing landed at 2.045%. Area of placed instances landed at 420.4 um2. STA shows the worst reg2reg path with a cell count of 2. Counting I/O delays and the setup requirement, the final critical path takes 1.373 ns.

Setup repair after global routing could not meet its margin everywhere. The finished cells cover 459.2 um2. Summing every instance area after synthesis gives 230.2 um2. Once layout is complete, the cells apart from fillers number 85.

For this sky-water flow run, the detailed-routed wirelength per cell is reported as 8.012 um. Utilization after layout landed at 13.44%. After detailed routing, the number of vias per cell comes to 2.118. The core region is 0.003416 mm2. Internal portion of total power landed at 397.2 uW.

Count of buffers from port buffering landed at 14. Number of instances in the synthesized netlist landed at 19. Looking at the reg2reg group, the worst path ends at ps[5]$_DFF_PP0_. The largest registers in the layout are ps: 6 flops. Looking at the reg2reg group, the worst path starts from ps[4]$_DFF_PP0_. For reference, the critical path cell chain is or3_1, clkbuf_2. Diode insertion count for antenna repair landed at 0. Based on the critical path, the design can be clocked at up to 0.7282 GHz. Per the STA report, the cell with the highest stage delay on the worst path is sky130_fd_sc_hd__dfrtp_1. Power spent charging and discharging nets landed at 102.0 uW. The violation tally recorded at the end of detailed-routing iteration 0 is 2. TritonCTS built the clock tree. Post-synthesis chip area from yosys landed at 230.2 um2. Looking at the power breakdown, combinational cells take 20.5% of the total.

Met1 track demand over resource in global routing landed at 1.950%. Summing all flip-flop and latch instances after layout gives 151.4 um2. Flip-flop count of the largest register, all copies and words added landed at 6. Overflow left after global routing landed at 0. The number of global-route vias before repair was 186. Broken down by cell family, the worst path's largest delay share belongs to flip-flops. The main area contributors are sky130_fd_sc_hd__dfrtp_1 54%, sky130_fd_sc_hd__buf_4 13%, sky130_fd_sc_hd__dfstp_2 11%. Clock tree synthesis selected as its root buffer the cell sky130_fd_sc_hd__clkbuf_4. Leaving out buffers and inverters, the combinational logic in the layout accounts for 41.29 um2. More flip-flops sit in one register than any other, and that register is ps.

Combined buffer and inverter count along the critical path landed at 1. Power spread over the standard cell area amounts to 1087 mW/mm2. Area growth from synthesis to layout landed at 99.46%.

Looking at the global route congestion table, the highest-usage layer is met2. Routed via count landed at 180. Yosys warning count landed at 15. Post-detailed-routing wire length landed at 681 um. Hold-check failures listed in the final report amount to 0.

According to the report, the first pass of detailed routing completed in 2 iterations. Fraction of power spent switching nets landed at 20.44%. Largest net degree at the start of global routing landed at 7. Worst voltage drop across the vdd grid landed at 0.1586 mV. The final critical path takes up 105.6% of the cycle. Yosys stat counts 19 cells in the synthesized netlist.

Clock network fraction of total power landed at 35.9%. Pin placement for this block handled 23 I/O pins. Area of the chip landed at 0.006400 mm2. Wire length of the first global-routing pass landed at 1014 um.

Clock-pin slew on the worst setup and hold paths landed at 0.05 ns. Initial antenna violation count landed at 0. The final weighted congestion recorded by global placement is 0.7127. Delay of the slowest cell on the worst path landed at 0.38 ns. Minimum setup slack in the final design landed at -0.07326 ns. The setup path with the least slack is of type reg2out. All stages included, the depth of the critical timing path comes to 2. DRC violations left landed at 0.

The worst setup path is captured at a primary output. Flop and latch count out of synthesis landed at 6. OpenROAD emitted warnings numbering 35. Layout cell share with drive strength beyond 1 landed at 30.77%.

CTS reports a maximum clock tree buffer depth of 2. Portion of the post-synthesis area used by sequential elements landed at 65.76%. Mean instance size in the synthesized netlist landed at 12.12 um2.

At the later pin of the worst-skew pair, clock insertion delay measures 0.24 ns. STA classifies the critical path startpoint as a register. For this design the static power due to leakage is 0.0002607 uW.

Register-to-register path setup slack landed at 0.44 ns. Worst max-slew margin expressed relative to the limit landed at 86.72%. Per the synthesis report, the single largest cell type by area occupies 54.35% of cell area. Across the routed clock network, the largest skew measured is 0.008602 ns.

Checking hold timing, the worst path is listed with class in2async. For met2 alone, demand over resource in global routing was 3.291%. Share of power burned in registers landed at 43.7%. Total count of max-transition violations in the final report landed at 0. Required time of the critical path landed at 1.04 ns.

Global routing consumed, over all layers together, 2.139% of the routing resources. The largest total area in the synthesized netlist belongs to sky130_fd_sc_hd__dfrtp_1. Number of sinks on the clock net landed at 6. Per the CTS log, the maximum H-tree level is 1. X dimension of the die landed at 80 um. Vertical die size landed at 80 um.

The run reported a max-capacitance violation count of 0. Per the post-route antenna check, the number of violating nets is 0. Cell row count landed at 21.

Max fanout on the critical path was recorded as 2.
## cell usage after synthesis (all sizes together)
cell and count:
o21ai 1, inv 2, buf 4, nand2 1, dfrtp 5, o21a 1
nor2b 2, dfstp 1, or3 1, or2 1
## cell usage in the layout, fill, tap and decap left out, drive strengths merged
cell and instances:
inv 2, or3 1, dfrtp 5, clkdlybuf4s50 3
o21ai 1, nand2 1, or2 1, dfstp 1
clkbuf 5, dlymetal6s2s 1, buf 7, o21a 1
nor2b 2, dlygate4sd2 8
## per-stage QoR
step / hold slack, ns / TNS [ns] / total power (uW) / worst slack, ns
after floorplan: 0.05023 / 0 / 245.7 / 0.3778
after global placement: 0.4514 / -0.09915 / 335.2 / -0.09915
after detailed placement: 0.4594 / -0.1036 / 336.6 / -0.1036
after CTS: 0.2164 / -0.3062 / 503.6 / -0.1862
after global routing: 0.2373 / -0.1344 / 536.1 / -0.1246
final: 0.2206 / -0.07326 / 499.2 / -0.07326
## area by class of cell
type / count / area share, %
Multi-Input combinational cell: 7 / 8.992
Timing Repair Buffer: 20 / 38.15
Sequential cell: 6 / 32.97
Tap cell: 46 / 12.53
Clock buffer: 4 / 5.722
Inverter: 2 / 1.635
## repair_timing
item,in CTS,in global routing
endpoints found under the hold margin,0,0
hold buffers,0,0
resized,14,4
buffers inserted,1,2
pin swaps,1,2
endpoints found under the setup margin,11,3
## worst max-delay path by stage
stage | startpoint | to | slack, ns
final | ps[1]$_DFF_PP0_ | LdT | -0.07
after global routing | ps[1]$_DFF_PP0_ | LdT | -0.12
after CTS | ps[2]$_DFF_PP0_ | LdT | -0.19
## layer usage
layer	routed length, um	share of wire, %
met5	0	0
met1	251	37
met2	314	46
met3	115	17
met4	0	0
## logic make-up after synthesis
| logic type | after synthesis | synth area share (%) |
|---|---|---|
| simple gates | 5 | 12.50 |
| compound gates | 2 | 5.434 |
| flops | 6 | 65.76 |
| buf+inv | 6 | 16.31 |
## power by group through the flow
stage | sequential [uW] | combinational (uW) | clock [uW]
after global routing | 222 | 114 | 200
after CTS | 218 | 97.5 | 189
final | 218 | 102 | 179
Power figures rest on the tool's default switching activity, not on a simulated workload.
