==> /design/flow/design.v <==
`timescale 1ps/1ps
module controller(input clk,rst,y,start,sigout,output ce,Ldx,LdT,Ldr,IniC,IniT,IniR,Selx,Selr,ready);
	typedef enum { ideal, starting, loading, Mu1, Mu2, add } Controlls;
	Controlls ps,ns;
	always@(start,ps)begin
		ns=ideal;
		{Lds,LdT,Ldr,IniC,IniT,IniR,Selx,Selr,ready,ce}=1'b0;
		case(ps)
			ideal:begin ns=start?starting:ideal;
				ready=1;end
			starting:begin ns=start?starting:loading;
				IniC=1;IniT=1;Inir=1;Ldx=1;end
			loading:begin LdT=1;Ldr=1;ns=Mu1;end
			Mu1:begin LdT=1;selx=1;ns=Mu2;end
			Mu2:begin ns=sigout?ideal:add;
				Selr=1;LdT=1;end
			add:begin Ldr=1;ce=ce+1;
				ns=Mu1;end
			default:ns=ideal;
		endcase
	end
	always@(posedge clk,posedge rst) begin
		if(rst) ps<=ideal;else ps<=ns;
	end
endmodule
==> /design/flow/run.sh <==
#!/bin/bash
# OpenROAD 26Q1-2900-gdf79404cd8, Yosys 0.63+post, stock flow scripts
make -C /OpenROAD-flow-scripts/flow DESIGN_CONFIG=/design/flow/config.mk WORK_HOME=/design/flow/orfs finish
==> /design/flow/constraint.sdc <==
current_design controller

set clk_period 1.0
set clk_io_pct 0.2

create_clock -name clk0 -period $clk_period [get_ports {clk}]

set non_clock_inputs [all_inputs -no_clocks]
set_input_delay [expr $clk_period * $clk_io_pct] -clock clk0 $non_clock_inputs
set_output_delay [expr $clk_period * $clk_io_pct] -clock clk0 [all_outputs]
==> /design/flow/config.mk <==
export PLATFORM = sky130hd
export DESIGN_NAME = controller
export DESIGN_NICKNAME = controller
export VERILOG_FILES = /design/flow/design.v
export SDC_FILE = /design/flow/constraint.sdc
export NUM_CORES = 4
export LEC_CHECK = 1
export CORE_AREA = 10 10 70 70
export DIE_AREA = 0 0 80 80
==> flow_metrics.py <==
# Auto-generated metrics
metrics = {
    "finish": {
        "postLayoutCoreUtil_pct": 13.5,
        "stdcell_area_sq_um": 460,
        "nFillCells": 406,
        "final_cells": 88,
        "seqCellArea_sq_um": 151,
        "comb_area_sq_um": 52.6,
        "top_register": "ps",
        "largest_register_ffs": 6,
        "drive_gt1_share_pct": 48.8,
        "syn_to_final_growth_pct": 93.7,
        "top_regs": "ps x6",
    },
    "power_and_ir_drop": {
        "power.density_nw_per_um2": 1470,
        "vdd_drop_max_v": 0.000317,
        "power.leakage_uw": 0.000232,
    },
    "clocking": {
        "htreeDepth": 1,
        "clkLatencyLatePin_ps": 250,
        "ctsHoldBuffers": 0,
        "cts_tree": "built",
        "cts.path.max_buffers": 2,
        "numCtsBuffers": 3,
        "cts.sinks": 6,
        "clkTransAtPathRegs_ps": 50,
        "clockRootBuffer": "clkbuf_4",
    },
    "yosys": {
        "synth_warnings": 17,
        "yosysChipArea_sq_um": 238,
        "synthTopCellsByArea": "dfrtp_1 (53%), buf_4 (13%), dfstp_2 (11%)",
        "synth_area_per_cell_sq_um": 11.3,
        "ys_seq_share_pct": 63.7,
        "synth_area_sq_um": 238,
        "numSynthFlops": 6,
        "ys_types": 11,
        "netlist_instances": 21,
        "synth_top_area_share_pct": 52.6,
        "largest_area_cell": "dfrtp_1",
        "synth_stat.cells": 21,
    },
    "detailed_routing": {
        "drt_iter0_drc": 9,
        "wire_per_inst_microns": 8.40,
        "ant_nets": 0,
        "drt-pass1-iter-count": 2,
        "vias": 208,
        "drcViolationCount": 0,
        "viasPerCell": 2.36,
        "finalWirelength_microns": 739,
    },
    "placement": {
        "pre_cts_slack_ps": -331,
        "dp_hpwl_microns": 512,
        "dp.cells": 77,
        "place_congestion": 0.746,
        "place_area_sq_um": 392,
        "portBuffers": 10,
    },
    "setup_path": {
        "critPathLaunch": "ps[2]$_DFF_PP0_",
        "worstRegToRegCells": 3,
        "path_class": "register to output port",
        "critPathArrivalTime_ps": 1090,
        "cp-end-kind": "output port",
        "timing.rr.start": "ps[2]$_DFF_PP0_",
        "crit_fanout": 2,
        "required_ps": 800,
        "r2r_end": "ps[5]$_DFF_PP0_",
        "crit_path_start_kind": "register",
        "regToRegSetupSlack_ps": 30,
    },
    "worst_hold_path": {
        "hold_path.class": "primary input to asynchronous set/reset pin",
    },
    "floorplanning": {
        "die_w_microns": 80,
        "chip_area_sq_um": 6400,
        "fp_util_pct": 6.96,
        "rows": 21,
        "io_pins": 15,
        "coreArea_sq_um": 3420,
        "dieHeight_microns": 80,
    },
    "timing": {
        "max_freq_mhz": 773,
        "fin_skew_ps": 5.53,
        "min_period_ps": 1290,
        "worst_slack_ps": -294,
        "rsz0062_at_grt": "true",
        "setup_tns_ps": -692,
        "finalClockPeriodUsage_pct": 129,
        "hold_violations": 0,
        "slew_viol_final": 0,
        "setup_viol": 6,
    },
    "job": {
        "tool_warnings": 28,
        "maxCapViolCount": 0,
    },
    "global_routing": {
        "grt_usage_pct": 2.63,
        "grt_first_pass_wirelength_mm": 1.17,
        "grt_max_degree": 7,
        "antenna_found_initial": 1,
        "grt_pass1_vias": 219,
        "grt_overflow": 0,
    },
    "run_status": {
        "status": "finished with violations",
        "violations": "negative setup slack",
    },
}
==> area by class of cell <==
class,count,area share [%]
Timing Repair Buffer,19,35.3
Inverter,2,1.63
Sequential cell,6,32.9
Tap cell,46,12.5
Clock buffer,4,5.71
Antenna cell,1,0.543
Multi-Input combinational cell,10,11.4
==> cell usage after synthesis <==
master / count
or2_1: 1
or3_1: 1
inv_1: 2
nand2_1: 1
o21ai_0: 1
conb_1: 2
nor2b_1: 2
dfrtp_1: 5
o21a_1: 1
buf_4: 4
dfstp_2: 1
==> repair_timing <==
action                     4_1_cts  5_1_grt
buffers inserted                 6        0
pin swaps                        2        2
setup endpoints to repair        7        7
resized                         26        1
==> worst max path at each step <==
stage,end
CTS,LdT
global route,LdT
finish,LdT
==> critical path, stage by stage (launching register included) <==
cell and delay [ps]:
dfrtp_1 380, or3_1 360, buf_2 120
==> per-layer routing <==
| layer | routed length [microns] | global-route usage [%] |
|---|---|---|
| met1 | 337 | 3.16 |
| met2 | 242 | 2.81 |
| met3 | 159 | 3.41 |
| met4 | 0 | 0.176 |
| met5 | 0 | 0 |
==> stage by stage <==
stage               power, uW  hold WS (ps)
global placement          407           358
detailed placement        409           362
CTS                       690           177
finish                    677           170
global route              736           185
floorplan                 314         -9.77
==> power breakdown <==
part	total (uW)	leakage, uW	switching, uW	internal [uW]
Combinational	156	0.000137	44.3	112
Sequential	281	0.0000793	12.7	268
Clock	240	0.0000150	88.7	151
Total	677	0.000232	146	531
==> cells by family after synthesis <==
group | Yosys count | share of synthesized area (%)
flip-flops | 6 | 63.7
AND/OR/NAND/NOR | 5 | 12.1
other | 2 | 3.16
buffers and inverters | 6 | 15.8
AND-OR/OR-AND | 2 | 5.26
==> placed cells by master (no fill, tap or decap), types with 2 or more instances in the layout <==
cell,instances
buf_6,6
clkdlybuf4s50_1,3
conb_1,3
buf_4,6
dfrtp_1,5
nor2b_1,2
buf_2,3
inv_1,2
clkbuf_4,3
Power figures rest on the tool's default switching activity, not on a simulated workload.
